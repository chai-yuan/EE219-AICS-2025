==> design.v <==
module v_execute #(
  parameter VALUOP_DW = 8,
  parameter VREG_DW   = 512    
)(
  input  [VALUOP_DW-1:0] valu_opcode_i,
  input  [VREG_DW-1:0]   operand_v1_i,
  input  [VREG_DW-1:0]   operand_v2_i,
  input  [2:0]           vsew_i,
  output reg [VREG_DW-1:0] valu_result_o,
  output reg [63:0]        scalar_o           
);
  localparam VALU_OP_NOP        = 8'd0;
  localparam VALU_OP_VADD       = 8'd1;
  localparam VALU_OP_VMUL       = 8'd2;
  localparam VALU_OP_VSUB       = 8'd3;
  localparam VALU_OP_VMIN       = 8'd4;
  localparam VALU_OP_VMAX       = 8'd5;
  localparam VALU_OP_VSRA       = 8'd6;
  localparam VALU_OP_VREDSUM_VS = 8'd7;
  localparam VALU_OP_VREDMAX_VS = 8'd8;
  localparam VALU_OP_VMV_V_X    = 8'd9;
  localparam VALU_OP_VMV_X_S    = 8'd10;
  localparam VALU_OP_VDIV       = 8'd11;
  localparam LANES = 8;
  integer i;
  reg [63:0] lane_v1 [0:LANES-1];
  reg [63:0] lane_v2 [0:LANES-1];
  reg [63:0] lane_out[0:LANES-1];
  always @(*) begin
    for (i = 0; i < LANES; i = i + 1) begin
      lane_v1[i]  = 64'b0;
      lane_v2[i]  = 64'b0;
      lane_out[i] = 64'b0;
    end
    case (vsew_i)
      3'b000: begin  
        for (i = 0; i < LANES; i = i + 1) begin
          lane_v1[i][7:0] = operand_v1_i[i*8  +: 8];
          lane_v2[i][7:0] = operand_v2_i[i*8  +: 8];
        end
      end
      3'b001: begin  
        for (i = 0; i < LANES; i = i + 1) begin
          lane_v1[i][15:0] = operand_v1_i[i*16 +: 16];
          lane_v2[i][15:0] = operand_v2_i[i*16 +: 16];
        end
      end
      3'b010: begin  
        for (i = 0; i < LANES; i = i + 1) begin
          lane_v1[i][31:0] = operand_v1_i[i*32 +: 32];
          lane_v2[i][31:0] = operand_v2_i[i*32 +: 32];
        end
      end
      3'b011: begin  
        for (i = 0; i < LANES; i = i + 1) begin
          lane_v1[i] = operand_v1_i[i*64 +: 64];
          lane_v2[i] = operand_v2_i[i*64 +: 64];
        end
      end
      default:begin
        for (i = 0; i < LANES; i = i + 1) begin
          lane_v1[i]  = 64'b0;
          lane_v2[i]  = 64'b0;
          lane_out[i] = 64'b0;
        end
      end
    endcase
  end
  reg [63:0] op1, op2, res;
  always @(*) begin
    scalar_o = 64'b0;
    for (i = 0; i < LANES; i = i + 1) begin
      case (vsew_i)
        3'b000: begin
          op1 = {{56{lane_v1[i][7]}},  lane_v1[i][7:0]};
          op2 = {{56{lane_v2[i][7]}},  lane_v2[i][7:0]};
        end
        3'b001: begin
          op1 = {{48{lane_v1[i][15]}}, lane_v1[i][15:0]};
          op2 = {{48{lane_v2[i][15]}}, lane_v2[i][15:0]};
        end
        3'b010: begin
          op1 = {{32{lane_v1[i][31]}}, lane_v1[i][31:0]};
          op2 = {{32{lane_v2[i][31]}}, lane_v2[i][31:0]};
        end
        default: begin
          op1 = lane_v1[i];
          op2 = lane_v2[i];
        end
      endcase
      case (valu_opcode_i)
        VALU_OP_NOP:  res = op1;
        VALU_OP_VADD: res = op1 + op2;
        VALU_OP_VSUB: res = op1 - op2;
        VALU_OP_VMUL: res = op1 * op2;
        VALU_OP_VDIV: res = (op2 == 0) ? 64'b0 : $signed(op1) / $signed(op2);
        VALU_OP_VMIN: res = ($signed(op1) < $signed(op2)) ? op1 : op2;
        VALU_OP_VMAX: res = ($signed(op1) > $signed(op2)) ? op1 : op2;
        VALU_OP_VSRA: begin
          case (vsew_i)
            3'b000: res = $signed(op2) >>> op1[2:0];
            3'b001: res = $signed(op2) >>> op1[3:0];
            3'b010: res = $signed(op2) >>> op1[4:0];
            default:res = $signed(op2) >>> op1[5:0];
          endcase
        end
        VALU_OP_VMV_V_X: res = op1;
        default: res = 64'b0;
      endcase
      case (vsew_i)
        3'b000: lane_out[i] = {56'b0, res[7:0]};
        3'b001: lane_out[i] = {48'b0, res[15:0]};
        3'b010: lane_out[i] = {32'b0, res[31:0]};
        default:lane_out[i] = res;
      endcase
    end
    if (valu_opcode_i == VALU_OP_VREDSUM_VS) begin
      res = lane_v1[0];
      for (i = 0; i < LANES; i = i + 1)
        res = res + lane_v2[i];
      lane_out[0] = res;
    end
    if (valu_opcode_i == VALU_OP_VREDMAX_VS) begin
      res = lane_v1[0];
      for (i = 0; i < LANES; i = i + 1)
        if ($signed(lane_v2[i]) > $signed(res))
          res = lane_v2[i];
      lane_out[0] = res;
    end
    if (valu_opcode_i == VALU_OP_VMV_X_S)
      scalar_o = lane_v1[0];
  end
  always @(*) begin
    valu_result_o = {VREG_DW{1'b0}};
    case (vsew_i)
      3'b000:
        for (i = 0; i < LANES; i = i + 1)
          valu_result_o[i*8  +: 8]  = lane_out[i][7:0];
      3'b001:
        for (i = 0; i < LANES; i = i + 1)
          valu_result_o[i*16 +: 16] = lane_out[i][15:0];
      3'b010:
        for (i = 0; i < LANES; i = i + 1)
          valu_result_o[i*32 +: 32] = lane_out[i][31:0];
      default:
        for (i = 0; i < LANES; i = i + 1)
          valu_result_o[i*64 +: 64] = lane_out[i];
    endcase
  end
endmodule
==> run.sh <==
#!/bin/bash
# OpenROAD 26Q1-2900-gdf79404cd8, Yosys 0.63+post, stock flow scripts
make -C /OpenROAD-flow-scripts/flow DESIGN_CONFIG=/design/flow/config.mk WORK_HOME=/design/flow/orfs finish
==> config.mk <==
export PLATFORM = sky130hd
export DESIGN_NAME = v_execute
export DESIGN_NICKNAME = v_execute
export VERILOG_FILES = /design/flow/design.v
export SDC_FILE = /design/flow/constraint.sdc
export NUM_CORES = 4
export LEC_CHECK = 1
export CORE_AREA = 10 10 615 615
export DIE_AREA = 0 0 625 625
==> constraint.sdc <==
current_design v_execute

set clk_period 3.8
set clk_io_pct 0.2

create_clock -name clk0 -period $clk_period

set non_clock_inputs [all_inputs -no_clocks]
set_input_delay [expr $clk_period * $clk_io_pct] -clock clk0 $non_clock_inputs
set_output_delay [expr $clk_period * $clk_io_pct] -clock clk0 [all_outputs]
==> Slide: Implementation Results <==
Implementation Results

Status
  – Outcome: finished clean

Critical path
  – CP dominant cell by count: clkdlybuf4s50_1
  – Worst-path fanout max: 21
  – Slowest stage delay, CP: 0.60 ns
  – Critical Path AT: ~2.9 ns
  – Ordered list of cells on the worst path: clkdlybuf4s50_1, or4_4, buf_4, nor4_2, clkdlybuf4s50_1
  – Buf/Inv on CP: 3
  – Critical-path top delay cell: or4_4
  – Required @ worst endpoint: 3.04 ns
  – Worst Setup Start Kind: input pin
  – WS Path Type: input pin to output pin
  – Worst setup EP type: output pin
  – Delay-heaviest family, CP: buffers and inverters

Floorplan
  – Num rows: 222
  – Chip width: 625 µm
  – I/O Pins: 1611
  – Fp_density: 0.01410
  – Die Size: slightly below 400000 µm²
  – CORE AREA: 365000 µm²
  – Chip height: around 630 µm

GRT
  – Largest net degree at the start of global routing: ~55
  – Overflow after GRT: 0
  – GR Util All Layers: 0.008890
  – Vias in the first global route: between 3000 and 4000
  – First-pass GRT wire length: 25.14 mm
  – Initial antenna violation count: 12

Final timing
  – Final Max Slew Viols: 0
  – Final worst-path setup slack: 0.1771 ns
  – Unrepaired setup endpoints after global routing: false
  – Cycle use final: 0.9534
  – Final Hold Fails: 0
  – Worst Max-Slew Pin Slew: between 0.7 and 0.8 ns
  – Finish-stage setup viols: 0
  – Max_slew headroom: 0.4738
  – Maximum clock rate: 276.0 MHz
  – Final min period: 3.623 ns

Placement
  – PortBufs: 139
  – GPL Wtd Cong: ~0.64
  – Final HPWL DP: 19.51 mm
  – Dpl ws: -0.08457 ns
  – Inst Count DP: around 5600

Layout
  – Most instantiated logic cell after routing: conb_1
  – Non-Filler Instances: around 5600
  – Seq cells: 0
  – Fillers: 43620
  – Combinational Area: 3000 µm²
  – Storage cell area: 0 µm²
  – Area delta synth->final: 106.4%
  – Most instantiated logic cells after routing: 512 x conb_1, 139 x clkdlybuf4s50_1, 60 x nor4_2, 41 x nand2b_1, 24 x inv_1
  – # clk buffers: 0
  – Layout cells sized above 1: 0.09410

Worst hold path
  – Min-delay src: operand_v1_i[22]
  – Worst Hold Path EP: scalar_o[22]
  – WHS Path Cells: 4
  – Hold crit path type: input pin to output pin

Clock network
  – # Post-CTS Setup Buffers: 0

Drt
  – WL met2: 13.74 mm
  – Per-cell routed wire length: 3.652 µm
  – Post-route ant nets: 0
  – Drt via density: between 0.5 and 0.6
  – Drt drc: 0
  – Wire length on met3: 828 µm
  – 1st-iter DRT viols: 97
  – DRT Wirelength: 20.50 mm
  – M1 WL: 5.569 mm
  – Vias: 2991
  – Highest routed metal layer: met4
  – ANT cells: 0
  – Drt pass-1 iters: 4

Logic synthesis
  – Synth cell types: 14
  – Synthesized cell area: 5145 µm²
  – Syn_area_per_cell: 7.679 µm²
  – Synth warn: 4
  – Post-Synthesis Cells: approximately 670
  – Sequential share of the synthesized area: 0
  – Synthesis area per yosys: 5145 µm²
  – Ys cells: around 670

Power and ir drop
  – Worst VDD drop: 0.00001919 V
  – Pwr dens: 18.38 nW/µm²
  – Leakage power total: 2.475 nW
  – Final Total Pwr: 0.1951 mW

Flow run
  – Max Cap Violations: 0
  – Count of tool warnings: 992
## tightest hold or removal path, delay by kind of cell
family	cells	cell delay, ns
buf+inv	3	0.87
simple gates	1	0.04
## cell usage after synthesis, drive strengths merged
cell type,n,area [µm²]
buf,529,3966
nor4,64,775.7
nand2b,41,256.5
inv,24,90.09
clkbuf,7,26.28
conb,1,3.750
nand2,1,3.750
nand4bb,1,11.26
nor2,1,3.750
or4,1,7.510
## power by group
part | switching, mW | internal (mW)
Combinational | 0.104 | 0.0912
Sequential | 0 | 0
Clock | 0 | 0
## repair_timing
action                     in CTS  in global routing
gates resized                   1                  0
hold buffers                    0                  0
setup endpoints to repair      34                  0
## worst max path at each step
stage,start,endpoint,slack [ns],cells past startpoint
4_1_cts,valu_opcode_i[5],scalar_o[14],0.14,5
5_1_grt,valu_opcode_i[5],scalar_o[14],0.07,5
6_report,valu_opcode_i[5],scalar_o[33],0.18,5
## layout make-up
| type | instances | share of cell area |
|---|---|---|
| inverter | 24 | 0.008485 |
| multi-input combinational | 621 | 0.2826 |
| timing repair buffer | 152 | 0.1414 |
| tap | 4816 | 0.5675 |
## cell families after synthesis
logic type / synth area share
buffers and inverters: 0.7935
AND/OR/NAND/NOR: 0.2057
other: 0.0007289
## stage by stage
stage	setup TNS, ns	hold WS (ns)	area [µm²]	util
6_report	0	2.423	10620	0.02909
3_5_place_dp	-1.058	2.418	10620	0.02908
3_3_place_gp	-0.4961	2.424	10620	0.02908
4_1_cts	0	2.418	10620	0.02909
5_1_grt	0	2.443	10620	0.02909
2_1_floorplan	0	1.592	7063	-
## routing by layer
layer  up-vias  GRT usage
met4         0  0.0006782
li1       1325          -
met3        34   0.001319
met5         -          0
met2       330    0.02143
met1      1302   0.007115
No activity file was given, so power comes from the tool's default toggle rates.
